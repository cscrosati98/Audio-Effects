**/design/flow/config.mk**
```make
export PLATFORM = sky130hd
export DESIGN_NAME = clockdivcom
export DESIGN_NICKNAME = clockdivcom
export VERILOG_FILES = /design/flow/design.v
export SDC_FILE = /design/flow/constraint.sdc
export NUM_CORES = 4
export LEC_CHECK = 1
export CORE_AREA = 10 10 106 106
export DIE_AREA = 0 0 116 116
```
**/design/flow/constraint.sdc**
```tcl
current_design clockdivcom

set clk_period 6.4
set clk_io_pct 0.2

create_clock -name clk0 -period $clk_period [get_ports {iclk}]

set non_clock_inputs [all_inputs -no_clocks]
set_input_delay [expr $clk_period * $clk_io_pct] -clock clk0 $non_clock_inputs
set_output_delay [expr $clk_period * $clk_io_pct] -clock clk0 [all_outputs]
```
**/design/flow/design.v**
```verilog
 module clockdivcom(input logic iclk,
						output logic oclk);
	const int HALF_OF_CLK_CYCLE_VALUE = 32'd2500000;  
	int count = 32'd0;
	logic clkstate = 1'b0;
	always_ff @(posedge iclk)
		if(count == (HALF_OF_CLK_CYCLE_VALUE-1))
		begin
			count <= 32'd0;
			clkstate <= ~clkstate;
		end else begin
			count <= count + 32'd1;
			clkstate <= clkstate;
		end
	assign oclk = clkstate;
 endmodule
```
**/design/flow/run.sh**
```bash
#!/bin/bash
# OpenROAD 26Q1-2900-gdf79404cd8, Yosys 0.63+post, stock flow scripts
make -C /OpenROAD-flow-scripts/flow DESIGN_CONFIG=/design/flow/config.mk WORK_HOME=/design/flow/orfs finish
```
==> Changelog: implementation <==
### Implementation results

- FMAX: 0.425 GHz
- # DRC: 0
- Top delay family on crit path: buffers and inverters
- Final antenna diode count: 0
- Layout cell share with drive strength beyond 1: 9.80%
- Slowest stage cell on the critical path: clkdlybuf4s50_1
- DP Wirelength: 1720 um
- Hold Crit Class: reg -> reg
- Seq share, synth: 46.9%
- Post-DRT Antenna Nets: 0
- Gpl congestion: 0.793
- CTS Sinks: 33
- Num CTS Buffers: 5
- WHS: 0.459 ns
- Yosys cell count: 148
- Yosys warns: 1
- Latency at later pin: 0.28 ns
- Clock Skews: 0.00229 ns
- Cells after Synth: 148
- Main synth FF type: dfxtp_1
- Syn Area/Cell: 9.67 um^2
- Antenna violations before repair: 0
- Worst setup SP type: flip-flop
- Pwr Density: 227 nW/um^2
- Most common logic cells in the final layout: dfxtp_1, xnor2_1, xor2_1
- P&R area growth vs syn: 15.8%
- Vias per cell: 4.00
- GRT Overall Usage: 3.80%
- Ports: 2
- Worst vdd rail ir drop: 71.9 uV
- Vias in the first global route: 940
- Vias post-DR: 1044
- Final critical-path required period: 2.35 ns
- Post-CTS sizing: 0
- Worst EP arrival: 1.07 ns
- Grt ovf: 0
- Die height: 116 um
- Clk buf depth: 2
- Largest net degree at the start of global routing: 12
- Crit. End Element: output port
- Clk slew on worst S/H paths: 0.06 ns
- Cell Count, Final, Fillers Out: 261
- Drt wl/cell: 9.81 um
- CTS tree: done
- Post-CTS setup buffers: 0
- Fillers: 951
- Post-layout period usage: 36.8%
- # placed instances: 253
- First-pass GRT wire length: 4400 um
- TNS Setup: 0 ns
- Comb gate area: 718 um^2
- Status: completed
- CTS root buf: clkbuf_8
- Standard-cell rows: 34
- Util after Layout: 18.7%
- Max-Slew Margin vs Limit: 47.1%
- H-tree levels: 2
- Worst endpoint required time: 5.12 ns
- Synth cell types: 30
- Drt pass-1 iters: 4
- WP buf/inv: 1
- # hold bufs at CTS: 0
- Max Slew Vio Count: 0
- Post-synth EDFFs: 1
- Area of the mapped netlist: 1430 um^2
- Dominant logic cell type in the layout: dfxtp_1
- Worst Tran Pin Value: 0.783 ns
- RSZ-0062 raised after global routing: no
- Tool Warnings: 25
- CP max FO: 2
- Path type of the worst setup path: reg -> out
- Chip Area: 13500 um^2
- LEAKAGE: 0.582 nW
- Max cap viols: 0
- CP max stage delay: 0.46 ns
- Chip Area, Yosys: 1430 um^2
- WL final: 2560 um
- Port buffer count: 1
- Die width: 116 um
- Final setup violation count: 0
- CP cell instances: clkdlybuf4s50_1
- Core footprint: 8850 um^2
- Asr flop ratio synth: 0%
- Final hold vios: 0
- FF+latch area: 671 um^2
- Initial drt markers: 49
- Initial core utilization: 16.2%
- Synthesized registers: 33
through the flow:
step	worst slack (ns)	cell area (um^2)	total power (W)
finish	4.05	1660	0.000377
floorplan	4.68	1430	0.000211
global route	3.99	1660	0.000390
global placement	4.33	1560	0.000211
detailed placement	4.34	1560	0.000211
CTS	4.03	1660	0.000381
synth_stat cells, drive strengths merged, types with 2 or more instances:
cell type,n,area share [%]
nor4,4,1.7
and4,9,5.6
xnor2,16,9.8
nor2,10,2.6
xor2,11,6.7
nand2,9,2.4
or3,2,0.87
nor4b,3,1.8
nand3,11,4.2
buf,2,1.1
inv,4,1.0
nand4,11,5.2
and3,3,1.3
clkbuf,3,0.79
nor3,7,2.4
or4,2,1.3
dfxtp,32,45
a21oi,3,1.3
flip-flops by register name, summed over array words and instances, names as in the netlist:
register,flops
clkstate,1
count,32
where the power goes:
group	internal (W)	switching (W)	leakage, nW	total [W]
Clock	0.0000971	0.0000733	0.0542	0.000170
Combinational	0	0	0.258	0.000000000258
Sequential	0.000206	0	0.269	0.000206
final cells by class:
cell class,count,share of cell area [%]
Timing Repair Buffer,2,1.06
Multi-Input combinational cell,106,43.3
Clock inverter,1,0.302
Inverter,4,0.906
Tap cell,108,8.15
Sequential cell,33,40.5
Clock buffer,7,5.81
kinds of logic (layout without fill, tap and decap cells):
kind of cell / after synthesis / after routing / synth area share, %
AND-OR/OR-AND: 6 / 6 / 2.80
XOR/XNOR: 27 / 27 / 16.5
adder cells (fa/ha/maj): 1 / 1 / 0.874
buffers and inverters: 9 / 14 / 2.97
flip-flops: 33 / 33 / 46.9
AND/OR/NAND/NOR: 72 / 72 / 30.0
per-layer routing:
| metal | GRT usage (%) | share of wire [%] | vias up |
|---|---|---|---|
| met3 | 1.20 | 4.0 | 5 |
| met2 | 5.12 | 40 | 19 |
| met1 | 5.72 | 53 | 477 |
| met4 | 0.917 | 2.0 | 0 |
| met5 | 0 | 0 | - |
| li1 | - | - | 543 |
path summary, 6_finish.rpt:
check,start,to,slack (ns),depth (start not counted)
setup / recovery,clkstate,oclk,4.05,1
hold / removal,count[31],count[31],0.46,1
setup reg to reg,count[5],count[21],4.51,4
hold reg to reg,count[31],count[31],0.46,1
No activity file was given, so power comes from the tool's default toggle rates.
