==> flow/design.v <==
 module clockdiv(input logic iclk,
						output logic oclk);
	const int HALF_OF_CLK_CYCLE_VALUE = 32'd12000;  
	int count = 32'd0;
	logic clkstate = 1'b0;
	always_ff @(posedge iclk)
		if(count == (HALF_OF_CLK_CYCLE_VALUE-1))
		begin
			count <= 32'd0;
			clkstate <= ~clkstate;
		end else begin
			count <= count + 32'd1;
			clkstate <= clkstate;
		end
	assign oclk = clkstate;
 endmodule
==> flow/run.sh <==
#!/bin/bash
# OpenROAD 26Q1-2900-gdf79404cd8, Yosys 0.63+post, stock flow scripts
make -C /OpenROAD-flow-scripts/flow DESIGN_CONFIG=/design/flow/config.mk WORK_HOME=/design/flow/orfs finish
==> flow/config.mk <==
export PLATFORM = sky130hd
export DESIGN_NAME = clockdiv
export DESIGN_NICKNAME = clockdiv
export VERILOG_FILES = /design/flow/design.v
export SDC_FILE = /design/flow/constraint.sdc
export NUM_CORES = 4
export LEC_CHECK = 1
export CORE_UTILIZATION = 30
==> flow/constraint.sdc <==
current_design clockdiv

set clk_period 5.0
set clk_io_pct 0.2

create_clock -name clk0 -period $clk_period [get_ports {iclk}]

set non_clock_inputs [all_inputs -no_clocks]
set_input_delay [expr $clk_period * $clk_io_pct] -clock clk0 $non_clock_inputs
set_output_delay [expr $clk_period * $clk_io_pct] -clock clk0 [all_outputs]
==> deck_impl_summary.md <==
Run Summary

Final timing
  • Setup TNS: 0 ps
  • FMAX: 0.481 GHz
  • Tightest Pin Transition: 588 ps
  • Period utilization: 41.6%
  • Slew Viols, Final: 0
  • Min Tclk post-route: 2080 ps
  • Headroom to the max-slew limit: 60.5%
  • Final setup fails: 0
  • Max Clock Skew: 7.70 ps
  • Final setup margin: 2920 ps
  • RSZ-0062 raised after global routing: false
  • Final hold violation count: 0

Route
  • Initial DRC count: 77
  • Antenna Nets Post-Route: 0
  • Diode count: 0
  • Post-Route WL: 2.38 mm
  • Iteration count of the initial detailed-routing pass: 20
  • Avg WL per Cell: 11.5 um
  • Via count: 1007
  • Routed vias/inst: 4.89
  • Drt drc: 0

Global routing
  • Largest net degree at the start of global routing: 11
  • Overall Global Routing Usage: 10.7%
  • Number of global-route vias before repair: 943
  • First-pass GRT wire length: 4.35 mm
  • Global route overflow: 0
  • Initial antenna violation count: 0

Critical path
  • CP startpoint kind: flop
  • Slowest CP cell: clkdlybuf4s50_1
  • CP Data Arrival Time: 1080 ps
  • Crit path max-delay family: buffers and inverters
  • CP Cell Sequence: clkdlybuf4s50_1
  • WP data required: 4000 ps
  • Critical path class: reg -> out
  • Slowest Stage Delay on Critical Path: 450 ps
  • CP Max Fanout: 2
  • Worst setup EP type: output port
  • Bufs and invs on worst path: 1

Logic synthesis
  • Yosys cell types: 21
  • Flip-flops with a built-in enable: 1
  • Yosys top cell area share: 45.3%
  • Most common cell in the netlist: dfxtp_1
  • YS chip area: 1410 um^2
  • Dominant synthesized flop cell: dfxtp_1
  • Cells in synth_stat.txt: 146
  • Post-synth seq share: 47.5%
  • Area contributors post-synth: dfxtp_1 (45%), xnor2_1 (16%), nand4_1 (6.6%)
  • Mapped Cells: 146
  • Area leader, netlist: dfxtp_1
  • FFs w/ async S/R, synth: 0%
  • Synth Cell Area: 1410 um^2
  • Synth top cells by count: dfxtp_1 (32), xnor2_1 (26), nand4_1 (15)
  • Yosys warns: 1
  • Flops after synth: 33
  • Mapped Avg Cell Area: 9.68 um^2

Clocking
  • Clock latency (worst-skew pair): 290 ps
  • CTS tree: done
  • Clk slew on worst S/H paths: 60 ps
  • Depth of the CTS H-tree: 2
  • Clock sink count: 33
  • CTS max path bufs: 2
  • Post-CTS setup buffer count: 0
  • Root Driver: clkbuf_8
  • TritonCTS Buffers: 5
  • Cts hold-fix bufs: 0
  • Gates resized, CTS repair: 0

Pwr
  • Pwr/cell area: 324 nW/um^2
  • VDD IR-drop max: 156 uV
  • Leakage power: 0.498 nW

Placed design
  • I/O Buffers: 1
  • Post-DP HPWL: 1.63 mm
  • GP Congestion: 0.797
  • Post-Place Setup Slack: 3140 ps
  • Cells after DPL: 198

Die
  • Die Width: 70.6 um
  • Num rows: 24
  • Chip height: 70.6 um
  • Total die size: 4990 um^2
  • Ports: 2
  • Core Util at FP: 31.8%
  • Core Box Area: 4440 um^2

Finish
  • Layout Cells excl Fill: 206
  • Share of layout cells above drive strength 1: 8.44%
  • Area growth, synth to finish: 13.6%
  • Flop area: 671 um^2
  • Comb area: 713 um^2
  • Filler cell count: 435

Job
  • Max-cap viol count: 0
  • Tool warnings: 25

Outcome
  • Status: finished clean

Min path
  • HP Class: reg -> reg
## layout by cell type, fill, tap and decap left out, types with 2 or more instances in the layout
| cell | n |
|---|---|
| and3_1 | 3 |
| buf_4 | 2 |
| clkbuf_8 | 6 |
| dfxtp_1 | 32 |
| inv_1 | 4 |
| nand2_1 | 8 |
| nand3_1 | 14 |
| nand4_1 | 15 |
| nand4_2 | 2 |
| nor2_1 | 14 |
| nor3_1 | 5 |
| nor4_1 | 8 |
| nor4_4 | 2 |
| xnor2_1 | 26 |
| xor2_1 | 4 |
## logic make-up after synthesis
family        after synthesis  synth area share [%]
simple gates               75                  31.0
flops                      33                  47.5
xor+xnor                   30                  18.6
buf+inv                     7                  2.04
fa+ha+maj                   1                 0.886
## final timing paths
check                           startpoint         to  slack [ps]  cells past startpoint
worst max register to register    count[0]   clkstate        3120                      4
worst min-delay path             count[31]  count[31]         470                      1
worst max-delay path              clkstate       oclk        2920                      1
worst min register to register   count[31]  count[31]         470                      1
## through the flow
| step | instance area [um^2] | utilization [%] | hold WS, ps | total power, mW |
|---|---|---|---|---|
| after floorplan | 1410 | - | 435 | 0.270 |
| after global placement | 1490 | 33.5 | 463 | 0.270 |
| after detailed placement | 1490 | 33.5 | 455 | 0.270 |
| after CTS | 1610 | 36.1 | 467 | 0.525 |
| after global routing | 1610 | 36.1 | 506 | 0.538 |
| final | 1610 | 36.1 | 468 | 0.520 |
## layout make-up
type / count / share of cell area, %
timing repair buffer: 3 / 1.56
inverter: 4 / 0.935
multi-input combinational: 106 / 44.4
clock buffer: 7 / 5.38
sequential: 33 / 41.8
clock inverter: 1 / 1.87
tap: 52 / 4.05
## power by group
group | total [mW] | internal (mW) | switching [mW]
Sequential | 0.264 | 0.264 | 0
Clock | 0.256 | 0.162 | 0.0934
Combinational | 0.000000171 | 0 | 0
## layer usage
layer  GRT usage (%)  share of wire (%)
met1            18.1                 56
met2            14.6                 39
met3            2.02                3.6
met4            2.00                1.2
met5               0                  0
## sequential cells by signal (all words and copies together) (netlist names)
| signal | flops |
|---|---|
| clkstate | 1 |
| count | 32 |
Power and IR drop assume default switching activity.
