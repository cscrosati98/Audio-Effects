`/design/flow/run.sh`:
```
#!/bin/bash
# OpenROAD 26Q1-2900-gdf79404cd8, Yosys 0.63+post, stock flow scripts
make -C /OpenROAD-flow-scripts/flow DESIGN_CONFIG=/design/flow/config.mk WORK_HOME=/design/flow/orfs finish
```
`/design/flow/config.mk`:
```
export PLATFORM = sky130hd
export DESIGN_NAME = visualizer
export DESIGN_NICKNAME = visualizer
export VERILOG_FILES = /design/flow/design.v
export SDC_FILE = /design/flow/constraint.sdc
export NUM_CORES = 4
export LEC_CHECK = 1
export CORE_UTILIZATION = 50
```
`/design/flow/constraint.sdc`:
```
current_design visualizer

set clk_period 30.2
set clk_io_pct 0.2

create_clock -name clk0 -period $clk_period [get_ports {clock}]

set non_clock_inputs [all_inputs -no_clocks]
set_input_delay [expr $clk_period * $clk_io_pct] -clock clk0 $non_clock_inputs
set_output_delay [expr $clk_period * $clk_io_pct] -clock clk0 [all_outputs]
```
`/design/flow/design.v`:
```
module visualizer(input logic clock, reset,			 
						input logic [31:0] right, left,
						output logic [25:0] lights);
		int i;
		logic [31:0] rms0, rms1, rms2, rms3, rms4, rms5, rms6, rms7, rms8, rms9, rms;
		logic [25:0] temp,rmstemp;
		always_comb begin
		rms0 = ((left + right) / 32'd2);
		 for(i = 25; i >= 0; i = i - 1)
			  begin
				temp[i] = ( rms > (600000/2*i) ) ? 1'b1 : 1'b0;  
			  end
		end
		always_ff @(posedge clock or negedge reset)begin
			if(~reset) begin
				rms9<=32'd0;
				rms8<=32'd0;
				rms7<=32'd0;
				rms6<=32'd0;
				rms5<=32'd0;
				rms4<=32'd0;
				rms3<=32'd0;
				rms2<=32'd0;
				rms1<=32'd0;
				rms<=32'd0;
				lights<=26'd0;
			end else begin
				rms8<=rms9;
				rms7<=rms6;
				rms6<=rms5;
				rms5<=rms4;
				rms4<=rms3;
				rms3<=rms2;
				rms2<=rms1;
				rms1<=rms0;
				lights<=temp;  
				rms <= (rms0 +rms1+rms2+rms3+rms4+rms5+rms6+rms7+rms8+rms9) / 32'd10;
			end
		end
endmodule
```
==> out/results.ini <==
[yosys]
async_flop_share = 1.000
aoi_share = 0.2103
syn_avg_cell_area_sq_um = 9.682
topCombFamilyByArea = adder cells
yosys.area_share.simple = 0.1356
ys_ff = 272
yosys-stat-cells = 2175
ys_sh_adder = 0.2147
xor_share = 0.03577
syn_area_sq_mm = 0.02106
edf_count = 0
dominantRegCellSynth = dfrtp_1
mux_share = 0.005347
synth_cell_types = 118
yosys_warnings = 1
ys_seq_share = 0.3232
syn_inst = 2175
ys_area_sq_mm = 0.02106

[floorplanning]
die_h_microns = 207.2
fp_util = 0.5111
die_area_sq_mm = 0.04294
dieWidth_microns = 207.2
pin_count = 92
rows = 74
core-area_sq_mm = 0.04120

[detailed_routing]
drc = 0
drt-total-wl_microns = 50360
route.antenna.diode_count = 0
vias_per_cell = 5.925
drt_iter0_markers = 1260
dr_total_vias = 16560
final_antenna_net_count = 0
wire_per_inst_microns = 18.02
drtPass1Iterations = 6

[setup_path]
slowest_delay_ns = 0.59
cp-start-kind = input port
critPathKind = in2reg
cpMaxStageDelayCell = a2111oi_1
crit_end = rms[1]
r2r_end = rms[1]
critical_path_required_ns = 30.65
endpoint_kind = register
r2r_start = rms1[2]
critPathMaxFanout = 15
crit_top_cell = a21oi_1
ff2ff_path_depth = 47
r2r_slack_ns = 14.84
cp.arrival_ns = 25.99
cp-startpoint = right[1]

[finish]
stdcell_area_sq_mm = 0.02341
fillerInstances = 3469
layout.cells.non_filler = 2795
synthToLayoutAreaGrowth_pct = 11.18
drive_gt1_frac = 0.07114

[cts]
clkSlewWorstSetupHoldPaths_ns = 0.06
cts_num_sinks = 272
cts_buffers = 30
cts-root-buf = clkbuf_16
cts_max_path_buffers = 3
cts_setup_buffers = 0
clock_latency_ns = 0.58
ctsResizeCount = 0
h-tree-depth = 1
cts_tree = done
cts_hold_buf = 0

[min_path]
holdPathStages = 0
hp-class = reg2reg

[place]
gp_congestion = 0.9836
post-dp-hpwl_microns = 37800
placed_cells = 2744
placed_cell_area_sq_mm = 0.02244
io_buffer_count = 91

[timing]
rsz0062_at_grt = false
setup_tns_ns = 0
tightest_slew_ns = 0.8824
min_period_ns = 25.53
finalHoldViolCount = 0
setup_viol_count_final = 0
clock.fmax_mhz = 39.17
finalClockPeriodUsage = 0.8454
clock_skew_ns = 0.02917
relSlewSlack = 0.4097
slew_viol_final = 0

[outcome]
status = finished clean

[grt]
grt_pass1_vias = 16700
grtUsageTotal = 0.2565
grt_first_pass_wirelength_microns = 85080
grt_max_degree = 70
antenna_found_initial = 1
grt_overflow_total = 0

[job]
cap_violations = 0
warning_count = 26

cells in the mapped netlist (27+ instances only):
cell type	instances	share of area
fa_1	184	0.17
nor2_1	128	0.023
nand3_1	58	0.014
a21oi_1	132	0.031
o21ai_0	72	0.017
clkbuf_1	47	0.0084
o21bai_1	28	0.010
a211oi_1	28	0.010
nand2_1	133	0.024
nor3_1	56	0.013
ha_1	62	0.037
a31oi_1	38	0.011
dfrtp_1	272	0.32
inv_1	316	0.056
xnor2_1	66	0.027
a21o_1	27	0.0096
how the worst min path moves through the flow:
stage         startpoint  endpoint  slack, ns
CTS              rms6[9]   rms7[9]       0.36
global route    rms6[11]  rms7[11]       0.38
finish           rms6[9]   rms7[9]       0.36
sequential cells by signal, summed over array words and instances (netlist names):
name	flops
rms6	31
lights	26
rms	29
rms3	31
rms2	31
rms5	31
rms7	31
rms1	31
rms4	31
stage by stage:
step                      hold slack (ns)    util  setup WS, ns
after floorplan                    0.3537       -         7.381
after global placement             0.3565  0.5446         4.302
after detailed placement           0.3588  0.5446         4.177
after CTS                          0.3560  0.5682         4.691
after global routing               0.3770  0.5682         2.870
final                              0.3562  0.5682         4.668
layer usage:
| metal | GRT usage | up-vias | part of all wire |
|---|---|---|---|
| li1 | - | 7798 | - |
| met1 | 0.3856 | 8079 | 0.43 |
| met2 | 0.3977 | 560 | 0.46 |
| met3 | 0.04493 | 122 | 0.063 |
| met4 | 0.08569 | 0 | 0.038 |
| met5 | 0 | - | 0 |
layout by cell type, fill, tap and decap left out, types with 58 or more instances in the layout:
cell type / synthesis / final
nor2_1: 128 / 128
nand2_1: 133 / 133
a21oi_1: 132 / 132
clkdlybuf4s50_1: 0 / 90
xnor2_1: 66 / 66
inv_1: 316 / 316
ha_1: 62 / 62
nand3_1: 58 / 58
fa_1: 184 / 184
dfrtp_1: 272 / 272
o21ai_0: 72 / 72
worst max-delay path, delay by kind of cell:
| kind | cells | cell delay (ns) |
|---|---|---|
| xor gates and xnor gates | 2 | 0.30 |
| and+or+nand+nor | 17 | 4.52 |
| AOI/OAI and AO/OA | 43 | 10.30 |
| adders and majority gates | 7 | 3.16 |
| buffers and inverters | 8 | 1.01 |
| muxes | 2 | 0.59 |
final cells by class:
cell class	instances	area, sq um	area share
clock buffers	42	855.8	0.03655
clock inverters	9	117.6	0.005024
inverters	319	1200	0.05125
multi-input cells	1506	12670	0.5412
flip-flops and latches	272	6807	0.2907
well taps	532	665.6	0.02843
repair buffers	115	1096	0.04681
cells by family after synthesis:
group,Yosys count
flip-flops,272
XOR/XNOR,86
multiplexers,11
buffers and inverters,397
adder cells (fa/ha/maj),252
AND/OR/NAND/NOR,556
AND-OR/OR-AND,601
